==> ./design.v <==
`timescale 1ns / 1ps
module forB(
    input [31:0] branch,
	 input [31:0] npc,
	 output [31:0] forbranchR
    );
	 assign forbranchR = npc + 4*branch;
endmodule
==> ./run.sh <==
#!/bin/bash
# OpenROAD 26Q1-2900-gdf79404cd8, Yosys 0.63+post, stock flow scripts
make -C /OpenROAD-flow-scripts/flow DESIGN_CONFIG=/design/flow/config.mk WORK_HOME=/design/flow/orfs finish
==> ./constraint.sdc <==
current_design forB

set clk_period 20.0
set clk_io_pct 0.2

create_clock -name clk0 -period $clk_period

set non_clock_inputs [all_inputs -no_clocks]
set_input_delay [expr $clk_period * $clk_io_pct] -clock clk0 $non_clock_inputs
set_output_delay [expr $clk_period * $clk_io_pct] -clock clk0 [all_outputs]
==> ./config.mk <==
export PLATFORM = sky130hd
export DESIGN_NAME = forB
export DESIGN_NICKNAME = forB
export VERILOG_FILES = /design/flow/design.v
export SDC_FILE = /design/flow/constraint.sdc
export NUM_CORES = 4
export LEC_CHECK = 1
export CORE_AREA = 10 10 84 84
export DIE_AREA = 0 0 94 94
==> qor.tcl <==
set qor(max-slew-margin-rel_pct) 72.7
set qor(global_route.overflow_total) 0
set qor(dr_total_vias) 1958
set qor(cts-hold-fix-buffers) 0
set qor(gate_area_sq_um) 1640
set qor(worstPathRequired_ns) 16.00
set qor(power.density_cell_area_nw_per_um2) 34.6
set qor(timing.critical_path.slowest_cell_delay_ns) 0.48
set qor(grt_first_pass_wirelength_mm) 8.83
set qor(grt_antenna_before_repair) 0
set qor(seq_area_sq_um) 0
set qor(hold_path_class) {input port to primary output}
set qor(drt_pre_antenna_iters) 4
set qor(wirelength_mm) 5.44
set qor(mux_area_share_pct) 0
set qor(cell_accounting_for_the_most_synthesized_area) {sky130_fd_sc_hd__ha_1}
set qor(die-height_um) 94
set qor(worst-path-buf-inv) 3
set qor(timing.max_cap.violations) 0
set qor(core_sq_um) 5200
set qor(yosysWarnings) 0
set qor(total_leakage_power_nw) 1.11
set qor(yosysSeqAreaShare_pct) 0
set qor(status) {completed}
set qor(top_logic_kind) {AND-OR/OR-AND gates}
set qor(ys_cells) 237
set qor(drtAntennaViolNets) 0
set qor(compound_cell_area_share_of_the_yosys_netlist_pct) 39.7
set qor(critical_path.top_delay_family) {buffers and inverters}
set qor(timing.critical_path.from_type) {input port}
set qor(filler_cell_count) 517
set qor(postLayoutCoreUtil_pct) 51.4
set qor(min_period_over_period_pct) 55.4
set qor(stage_log_warnings) 34
set qor(drt_drc_violations_left) 0
set qor(n_antenna_cell) 0
set qor(global_route.usage.total_pct) 11.7
set qor(cts.repair_timing.setup_buffer_count) 0
set qor(area_delta_synth_final_pct) 51.6
set qor(place.port_buffers) 90
set qor(floorplan.io_pins) 96
set qor(drt_iter0_drc) 92
set qor(portion_of_synthesized_cell_area_occupied_by_the_leading_cell_type_pct) 20.6
set qor(dp_hpwl_mm) 4.78
set qor(synthesis.area_per_instance_sq_um) 7.44
set qor(routedWlPerCell_um) 14.2
set qor(die_w_um) 94
set qor(timing.critical_path.fanout_max) 4
set qor(cp_common_cell) {sky130_fd_sc_hd__clkdlybuf4s50_1}
set qor(post_synth_xor_area_fraction_pct) 13.4
set qor(report.final.setup_viol) 0
set qor(grt_setup_unrepaired) {no}
set qor(synthAdderAreaFrac_pct) 21.7
set qor(timing_hold_violations_final) 0
set qor(clock_buffer_count) 0
set qor(actual_transition_at_the_worst_max_transition_pin_ns) 0.407
set qor(hold-path-cell-count) 0
set qor(syn-instance-count) 237
set qor(list_of_cells_traversed_by_the_critical_path) {clkdlybuf4s50_1 -> ha_1 -> inv_1 -> fa_1 -> nor2b_1 -> o2111ai_1 -> and3_4 -> o311ai_4 -> a31oi_1 -> o21ai_1 -> xor2_1 -> clkdlybuf4s50_1}
set qor(critical-path-slowest-cell) {sky130_fd_sc_hd__clkdlybuf4s50_1}
set qor(ys_top_cells_by_area) {sky130_fd_sc_hd__ha_1 (21%), sky130_fd_sc_hd__xnor2_1 (9.4%), sky130_fd_sc_hd__a21oi_1 (6.5%), sky130_fd_sc_hd__a21o_1 (6.4%), sky130_fd_sc_hd__nand2_1 (4.0%)}
set qor(globalplace.congestion) 0.904
set qor(die_area_sq_um) 8840
set qor(final.setup.tns_ns) 0
set qor(yosys_chip_area_sq_um) 1760
set qor(numSequentialCells) 0
set qor(drive_above_1_share_pct) 5.75
set qor(finalWorstPathRequiredPeriod_ns) 11.08
set qor(setup.worst_path.end_class) {primary output}
set qor(dp_cells) 383
set qor(via_count_of_the_first_global_routing_pass) 1905
set qor(yosysUniqueCellTypes) 52
set qor(drt-vias-per-instance) 5.11
set qor(post_cts_resize_count) 0
set qor(max_transition_viols_final) 0
set qor(pin_count_of_the_biggest_net_entering_global_routing) 10
set qor(synth_simple_gate_area_share_pct) 18.2
set qor(worstPathArrival_ns) 7.08
set qor(initial_utilization_pct) 33.9
set qor(timing_worst_setup_path_type) {input port to primary output}
set qor(achievable-frequency_mhz) 90.3
set qor(cp.depth) 12
set qor(post_layout_nonfiller_instances) 383
set qor(synthesis.area_sq_um) 1760
set qor(vdd_drop_max_uv) 14.9
set qor(fp-row-count) 26
## worst paths after layout
| path | from | end | slack [ns] |
|---|---|---|---|
| setup / recovery | branch[0] | forbranchR[28] | 8.92 |
| hold / removal | npc[1] | forbranchR[1] | 8.00 |
## metal layers
layer  global-route usage [%]  share of wire (%)  up-vias
met3                     3.55                9.5        0
met1                     15.6                 46      864
met5                        0                  0        -
met4                        0                  0        0
met2                     19.3                 45       60
li1                         -                  -     1034
## synthesized netlist by cell type, types with 2 or more instances
cell type / count
sky130_fd_sc_hd__buf_2: 3
sky130_fd_sc_hd__o21ai_2: 2
sky130_fd_sc_hd__a31oi_1: 4
sky130_fd_sc_hd__buf_6: 2
sky130_fd_sc_hd__o21a_1: 3
sky130_fd_sc_hd__nand4_1: 6
sky130_fd_sc_hd__nor3_1: 6
sky130_fd_sc_hd__a311oi_1: 2
sky130_fd_sc_hd__xor2_1: 8
sky130_fd_sc_hd__o21ai_0: 10
sky130_fd_sc_hd__o21ai_1: 4
sky130_fd_sc_hd__nor2_1: 15
sky130_fd_sc_hd__o21bai_1: 4
sky130_fd_sc_hd__xnor2_1: 19
sky130_fd_sc_hd__a21o_1: 15
sky130_fd_sc_hd__inv_1: 12
sky130_fd_sc_hd__nand3_1: 7
sky130_fd_sc_hd__nand2_1: 19
sky130_fd_sc_hd__clkbuf_1: 7
sky130_fd_sc_hd__ha_1: 29
sky130_fd_sc_hd__buf_4: 2
sky130_fd_sc_hd__a21oi_2: 2
sky130_fd_sc_hd__nand2b_1: 2
sky130_fd_sc_hd__o311ai_4: 2
sky130_fd_sc_hd__a21oi_1: 23
sky130_fd_sc_hd__nor2b_1: 3
## cell type report
| type | instances | area share, % |
|---|---|---|
| inverters | 12 | 1.68 |
| multi-input cells | 211 | 61.3 |
| well taps | 70 | 3.28 |
| repair buffers | 90 | 33.7 |
## power by group
part           total, mW  leakage, nW  switching, mW  internal [mW]
clock network          0            0              0              0
registers              0            0              0              0
logic             0.0926         1.11         0.0373         0.0553
## layout by cell type (no fill, tap or decap), drive strengths merged, types with 12 or more instances in the layout
cell	instances
clkdlybuf4s50	90
ha	29
a21oi	26
nand2	19
xnor2	19
o21ai	17
nor2	16
a21o	15
inv	12
## stage by stage
step                area [sq um]  hold WS, ns  total power, mW  setup WS [ns]
finish                      2670         8.00           0.0926           8.92
global route                2670         8.00            0.103           8.70
CTS                         2670         8.00           0.0944           8.92
detailed placement          2670         8.00           0.0937           8.92
global placement            2670         8.00           0.0941           8.92
floorplan                   1760         8.07           0.0474          10.21
## cell families (layout without fill, tap and decap cells)
family,after synthesis,in the layout
xor+xnor,27,27
buf+inv,26,102
simple gates,65,65
fa+ha+maj,30,30
compound gates,89,89
No activity file was given, so power comes from the tool's default toggle rates.
